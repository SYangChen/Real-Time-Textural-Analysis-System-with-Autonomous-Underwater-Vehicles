## run.sh

```bash
#!/bin/bash
# OpenROAD 26Q1-2900-gdf79404cd8, Yosys 0.63+post, stock flow scripts
make -C /OpenROAD-flow-scripts/flow DESIGN_CONFIG=/design/flow/config.mk WORK_HOME=/design/flow/orfs finish
```

## config.mk

```make
export PLATFORM = sky130hd
export DESIGN_NAME = classfier
export DESIGN_NICKNAME = classfier
export VERILOG_FILES = /design/flow/design.v
export SDC_FILE = /design/flow/constraint.sdc
export NUM_CORES = 4
export LEC_CHECK = 1
export CORE_AREA = 10 10 95 95
export DIE_AREA = 0 0 105 105
```

## design.v

```verilog
`timescale 1ns/10ps
module classfier ( rst, enable, data1, data2, category ) ;
	input rst, enable ;
	input signed [31:0] data1, data2 ;
	output reg category ;
	always@( posedge enable or posedge rst ) begin
		if ( rst )
			category <= 1'bz ;
		else
		begin
			if ( data1 > data2 )
				category <= 1'b0 ;
			else
				category <= 1'b1 ;
		end
	end
endmodule
```

## constraint.sdc

```tcl
current_design classfier

set clk_period 1.0
set clk_io_pct 0.2

create_clock -name clk0 -period $clk_period [get_ports {enable}]

set non_clock_inputs [all_inputs -no_clocks]
set_input_delay [expr $clk_period * $clk_io_pct] -clock clk0 $non_clock_inputs
set_output_delay [expr $clk_period * $clk_io_pct] -clock clk0 [all_outputs]
```

==> run summary <==
fresh numbers from the pnr run: DRT Pass-1 Iters=3, critical path required time=870 ps, Reg clk slew, reported paths=0 ps, Worst setup EP type=flip-flop, Top cell by count, worst path=a21oi_2, Worst-Margin Slew=224 ps, CP arrival=roughly 1700 ps, failing checks=negative setup slack, crit path kind=in2reg, ys async rst share=100%, main flop type after synthesis=dfrtp_1, slowest CP cell=a221o_1, cell taking the most area after synthesis=ha_1, synthesized area per cell=7.09 um^2, Die Ht=105 um, Syn Std Cell Area=between 800 and 900 um^2, Remaining DRCs=0, Yosys chip area=851 um^2, CP Max Fanout=2, Initial Util=12.3%, Hold Crit Class=in2async, Power Total=between 0.7 and 0.8 mW, Max Clk Rate=537 MHz, vias in the first global route=1,142, first-pass GRT wire length=5340 um, Synth warnings=2, Synth top cell by count=inv_1, Cell Pwr Density=391 nW/um^2, worst slack at placement=-1390 ps, final setup margin=-861 ps, largest net degree at the start of global routing=4, Pint=around 0.48 mW, post-DP HPWL=2950 um, All-Layer GR Usage=5.60%, slowest stage delay, CP=330 ps, top cells by area=ha_1 47%, inv_1 15%, a21oi_1 8.2%, die width=between 100 and 150 um, Gate Count Post-Synth=120, Switch Pwr=0.308 mW, IO buf count=66, DR WL/cell=10.8 um, number of enable flip-flop cells=0, Post-synth top cells=35 x inv_1, 32 x ha_1, 14 x a21oi_1, 10 x nand2_1, 6 x nand4_1, outcome=finished, violations left, share of layout cells above drive strength 1=53.0%, logic gate share of total power=93.8%, unrepaired setup endpoints after global routing=yes, top cell type's share of synthesized area=~47%, Final ANT Viol Nets=0, number of standard cells reported by yosys=120, Die Footprint=11,000 um^2, IO Count=~67, final slew viol count=0, Core ar.=6910 um^2, register share of total power=under 10%, Clock power frac=0%, Max-Cap Viols=0, worst path cell trace=buf_6 -> inv_6 -> ha_4 -> a21oi_2 -> o21ai_2 -> a221o_1 -> a211o_1 -> a21oi_2 -> mux2_4, Initial DRC Count=9, total wire length=3230 um, Final period util=186%, Area Growth Syn to Fin=136%, Post-Layout Cell Count=298, startpoint types=primary input, register share after synthesis=2.94%, via count=1,080, tally of OpenROAD warnings=31, total gr overflow=0, # setup viols final=1, Pleak=0.940 nW, Via density=between 3 and 4, Crit path max-delay family=AND-OR/OR-AND gates, Post-Route Utilization=between 20% and 30%, switch share=39.1%, biggest regs=category x1, worst vdd ir=between 0.00009 and 0.0001 V, Rows=30, Registers, synthesis=1, GPL Wtd Cong=between 0.7 and 0.8, final hold viol count=0, synth unique cells=18, setup TNS=-861 ps, CP bufs+invs=2, max reg flops=1, minimum clock period=about 1900 ps, largest register by flop count=category, Post-Place Cells=292, initial antenna violation count=1, relative slew slack=84.9%
-- repair_timing --
action	CTS	global route
hold buffers	0	0
pin swaps	40	6
setup buffers	4	0
gates resized	180	5
hold endpoints to repair	0	0
endpoints found under the setup margin	1	2
-- path summary, 6_finish.rpt --
check                      startpoint  slack, ps       end  cells after the start
setup / recovery             data2[5]       -860  category                      9
hold / removal                    rst        340  category                      2
max in group asynchronous         rst        570  category                      2
min in group clk0            category        610  category                      1
-- metal layers --
metal,GRT usage [%],up-vias,wire [um]
li1,-,575,-
met1,7.57,470,1620
met2,9.52,35,1460
met3,1.12,0,157
met4,0,0,0
met5,0,-,0
-- area by class of cell --
class	instances	area, um^2
antenna	2	5.00
fill	770	4890
inverter	35	149
multi-input combinational	84	1070
sequential	1	25.0
tap	96	120
timing repair buffer	80	642
-- per-stage QoR --
stage | cell area (um^2) | hold slack [ps]
2_1_floorplan | 1010 | -71.3
3_3_place_gp | 1870 | 348
3_5_place_dp | 1870 | 348
4_1_cts | 1990 | 349
5_1_grt | 2010 | 354
6_report | 2010 | 344
-- placed cells by master (no fill, tap or decap) --
cell type and count:
buf_4 14, dlygate4sd2_1 39, nand4_1 6, dfrtp_1 1
mux2_4 1, a21oi_2 8, a21o_1 3, clkdlybuf4s15_1 2
ha_4 25, buf_6 6, nor4_4 1, clkdlybuf4s50_1 1
ha_2 2, nand2_1 8, nor4_2 1, diode_2 2
inv_2 20, o21ai_0 3, nor3_2 1, a211o_1 1
inv_4 5, dlymetal6s2s_1 1, inv_6 1, nand2_2 2
ha_1 5, o21ai_2 2, inv_1 9, a21oi_1 8
a221o_1 1, o211ai_1 1, buf_2 17, nand3_1 3
nor2_1 2
-- kinds of logic after synthesis --
family                   synth area share (%)
AND-OR/OR-AND                            19.0
flip-flops                               2.94
adder cells (fa/ha/maj)                  47.1
multiplexers                             1.32
buffers and inverters                    15.4
AND/OR/NAND/NOR                          14.3
-- power groups by stage --
stage | Combinational (mW) | Sequential (mW) | Clock (mW)
4_1_cts | 0.743 | 0.0496 | 0
5_1_grt | 0.844 | 0.0499 | 0
6_report | 0.737 | 0.0491 | 0.000000267
Power and IR drop assume default switching activity.
