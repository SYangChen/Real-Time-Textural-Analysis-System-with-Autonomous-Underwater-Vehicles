==> flow/design.v <==
module neural ( rst, clk, zero, last_data, isbias, input_data, weight_data, output_data ) ;
	input rst, clk, isbias, zero ;
	input [31:0] last_data ;
	input [31:0] input_data ;
	input [31:0] weight_data ;
	output reg [31:0] output_data ;
	reg a ;
	reg [30:0] b ;
	always@( posedge clk or posedge rst ) begin
		if ( rst ) begin
			output_data <= 0 ;
			a <= 1'b0 ;
			b <= 31'd0 ;
		end
		else
		begin
			if ( zero == 1'b1 ) begin
				output_data <= 0 ;
				a <= 1'b0 ;
				b <= 31'd0 ;
			end
			else if ( isbias == 1'b1 ) begin
				output_data <= last_data+weight_data ;
			end
			else begin
				{ a, output_data, b } <= { {16{input_data[31]}}, input_data }*{ {16{weight_data[31]}}, weight_data }+{ last_data[31], last_data, 31'd0 } ;
			end
		end
	end
endmodule
==> flow/run.sh <==
#!/bin/bash
# OpenROAD 26Q1-2900-gdf79404cd8, Yosys 0.63+post, stock flow scripts
make -C /OpenROAD-flow-scripts/flow DESIGN_CONFIG=/design/flow/config.mk WORK_HOME=/design/flow/orfs finish
==> flow/config.mk <==
export PLATFORM = sky130hd
export DESIGN_NAME = neural
export DESIGN_NICKNAME = neural
export VERILOG_FILES = /design/flow/design.v
export SDC_FILE = /design/flow/constraint.sdc
export NUM_CORES = 4
export LEC_CHECK = 1
export CORE_UTILIZATION = 50
==> flow/constraint.sdc <==
current_design neural

set clk_period 1.0
set clk_io_pct 0.2

create_clock -name clk0 -period $clk_period [get_ports {clk}]

set non_clock_inputs [all_inputs -no_clocks]
set_input_delay [expr $clk_period * $clk_io_pct] -clock clk0 $non_clock_inputs
set_output_delay [expr $clk_period * $clk_io_pct] -clock clk0 [all_outputs]
==> results.toml <==
# flow metrics
[run_status]
status = "complete, but fails checks"
violations = "setup timing"

[finish]
largest_reg_flops = 32
fill_cells = 7205
drive_above_1_share_pct = 28.1
largest_register = "output_data"
area_growth_pct = 31.3
final_area_um2 = 62200
utilization_pct = 66.4
regArea_um2 = 801
logic_area_um2 = 42400
largest_registers = "output_data (32)"

[clock_network]
numCtsBuffers = 5
cts.reportedPaths.clkPinSlew_ns = 0.05
root_buffer = "clkbuf_16"
cts_tree = "yes"
cts.sinks = 32
h-tree-depth = 2
ctsHoldBuffers = 0
clockBufferDepth = 2

[flow_run]
warnings = 35
maxCapViolCount = 0

[timing]
maxSlewHeadroom_pct = 62.9
setup_viol = 34
hold_viol = 0
worst_pin_slew_ns = 0.552
setup_slack_ns = -6.73
hold_slack_ns = 0.248
fmax_mhz = 129
finalSetupTns_ns = -207.46
fin_crit_sh_pct = 773
finalCriticalPeriod_ns = 7.73
rsz0062_at_grt = "true"
finalMaxSlewViolations = 0

[logic_synthesis]
yosysTopAreaCellShare_pct = 57.4
synth.most_common_cell = "inv_1"
edf_count = 0
netlist_instances = 5017
ys_top_cells_by_area = "fa_1 57%, inv_1 12%, and2_1 8.3%"
synth_area_um2 = 47400
ys_area_um2 = 47400
yosys.cell_types.count = 63
ys_ff = 32
yosys_cells = 5017
synth-async-reset-ratio_pct = 100
syn_avg_cell_area_um2 = 9.44
largest_area_cell = "fa_1"
flop_cell = "dfrtp_1"
top_cells_by_count = "1477 x inv_1, 1357 x fa_1, 625 x and2_1"
yosys_warnings = 1
synth_seq_share_pct = 1.69

[setup_path]
critPathSlowestCell = "fa_1"
cp-start-kind = "input pin"
crit_path_frequent_cell = "fa_1"
required_ns = 1.17
worstSetupStartpoint = "input_data[31]"
critPathKind = "input pin to register"
end_kind = "register"
crit_fanout = 6
cp_data_arrival_time_ns = 7.90
critPathMaxStageDelay_ns = 0.56

[placed_design]
place.gp.congestion = 1.01
placed_area_um2 = 57000
dp_slack_ns = -7.61
port_buffers = 131
dpl.hpwl_um = 128000

[detailed_routing]
drtIter0Drc = 1493
antenna_left = 0
drcViolationCount = 0
vias_per_cell = 5.02
first_pass_iters = 5
vias = 36214
drt_wl_total_um = 158000
routedWlPerCell_um = 21.9

[grt]
grt_usage_pct = 37.8
first_global_vias = 40012
grt_max_degree = 33
grt_busiest_layer = "met1"
use_met1_pct = 51.6
overflow = 0
grt_use_met2_pct = 50.9
use_met3_pct = 28.3
antenna_found_initial = 2
grt_pass1_wl_um = 243000

[floorplanning]
fp_util_pct = 50.6
rows = 112
dieArea_um2 = 95900
core_region_area_um2 = 93600
die_h_um = 310
ioPinCount = 132
dieWidth_um = 310

[worst_hold_path]
worstHoldPathType = "input pin to async pin"
-- worst max-delay path: cells and delay by family --
family          cells  cell delay (ns)
buf+inv            12             1.16
xor+xnor            1             0.17
compound gates      3             0.63
simple gates        5             0.93
fa+ha+maj          10             4.77
-- routing by layer --
metal | part of all wire, % | wire (um)
met4 | 2.8 | 4420
met3 | 19 | 29400
met2 | 42 | 67200
met1 | 36 | 56600
met5 | 0.49 | 784
-- cells by family after synthesis --
family / count (synthesis) / synth area share [%]
compound gates: 280 / 3.82
xor+xnor: 106 / 1.96
fa+ha+maj: 1663 / 65.4
buf+inv: 1691 / 13.4
flops: 32 / 1.69
mux: 5 / 0.111
simple gates: 1240 / 13.6
-- cell type report --
| type | count | area share, % |
|---|---|---|
| Antenna cell | 3 | 0.0121 |
| Clock buffer | 8 | 0.235 |
| Inverter | 1477 | 8.95 |
| Multi-Input combinational cell | 3294 | 68.2 |
| Sequential cell | 32 | 1.29 |
| Tap cell | 1254 | 2.52 |
| Timing Repair Buffer | 1149 | 18.8 |
-- cells in the final DEF, fill, tap and decap left out, types with 9 or more instances in the layout --
cell / instances
buf_4: 750
o21ai_0: 21
fa_1: 1201
nand2_1: 427
dfrtp_1: 32
inv_1: 1355
buf_2: 49
inv_2: 117
buf_16: 10
and3_1: 9
nand3_1: 16
a21oi_4: 15
a21o_1: 41
buf_12: 131
a21oi_2: 26
o22ai_1: 11
and2_4: 68
xor2_1: 30
clkbuf_16: 11
xnor2_1: 60
buf_6: 102
bufbuf_16: 25
nand4_1: 11
fa_2: 156
nand2_2: 23
nand2_4: 15
buf_8: 20
and2_1: 557
o211ai_1: 10
clkdlybuf4s50_1: 35
ha_4: 40
ha_1: 263
a21oi_1: 53
nor3_1: 10
xnor2_2: 15
nor2_1: 54
-- per-stage QoR --
| step | cells |
|---|---|
| floorplan | 5017 |
| global placement | 6954 |
| detailed placement | 6954 |
| CTS | 7177 |
| global route | 7214 |
| finish | 7217 |
-- worst max path at each step --
stage,end,slack [ns],depth (start not counted)
after CTS,output_data[29]$_DFF_PP0_,-6.77,30
after global routing,output_data[24]$_DFF_PP0_,-6.90,31
final,output_data[24]$_DFF_PP0_,-6.73,31
-- what timing repair did --
| action | CTS | global route |
|---|---|---|
| gates resized | 812 | 297 |
| endpoints found under the hold margin | 0 | 0 |
| setup buffers | 195 | 46 |
| pin swaps | 355 | 266 |
| gates cloned | 35 | 6 |
| endpoints found under the setup margin | 64 | 42 |
